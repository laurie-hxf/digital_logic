## ./constraint.sdc

```tcl
current_design buzz

set clk_period 3.3
set clk_io_pct 0.2

create_clock -name clk0 -period $clk_period [get_ports {clk}]

set non_clock_inputs [all_inputs -no_clocks]
set_input_delay [expr $clk_period * $clk_io_pct] -clock clk0 $non_clock_inputs
set_output_delay [expr $clk_period * $clk_io_pct] -clock clk0 [all_outputs]
```

## ./run.sh

```bash
#!/bin/bash
# OpenROAD 26Q1-2900-gdf79404cd8, Yosys 0.63+post, stock flow scripts
make -C /OpenROAD-flow-scripts/flow DESIGN_CONFIG=/design/flow/config.mk WORK_HOME=/design/flow/orfs finish
```

## ./design.v

```verilog
module buzz(
    input wire clk,           
    input wire start_signal,  
    output reg buzzer,         
    output m6,
    output t1
);
    reg [23:0] counter = 0;  
    reg [2:0] state = 0;     
    reg [23:0] divisor;      
    reg [31:0] duration_counter = 0;  
    reg active = 0;          
    parameter DO_FREQ = 262;  
    parameter RE_FREQ = 294;  
    parameter MI_FREQ = 330;  
    parameter DO_DIV = 100000000 / (2 * DO_FREQ);
    parameter RE_DIV = 100000000 / (2 * RE_FREQ);
    parameter MI_DIV = 100000000 / (2 * MI_FREQ);
    parameter NOTE_DURATION = 100000000;  
    assign m6=1'b1;
    assign t1=1'b0;
    always @(posedge clk) begin
        if (start_signal) begin
            active <= 1;  
            state <= 0;   
            duration_counter <= 0;
        end
        if (active) begin
            if (counter < divisor) begin
                counter <= counter + 1;
            end else begin
                counter <= 0;
                buzzer <= ~buzzer;  
            end
            if (duration_counter < NOTE_DURATION) begin
                duration_counter <= duration_counter + 1;
            end else begin
                duration_counter <= 0;
                state <= state + 1;  
                case (state)
                    0: divisor <= DO_DIV;
                    1: divisor <= RE_DIV;
                    2: divisor <= MI_DIV;
                    default: active <= 0;  
                endcase
            end
        end else begin
            buzzer <= 0;  
        end
    end
endmodule
```

## ./config.mk

```make
export PLATFORM = sky130hd
export DESIGN_NAME = buzz
export DESIGN_NICKNAME = buzz
export VERILOG_FILES = /design/flow/design.v
export SDC_FILE = /design/flow/constraint.sdc
export NUM_CORES = 4
export LEC_CHECK = 1
export CORE_UTILIZATION = 50
```

==> notes.md <==
The following summarizes the physical implementation.

Drt
The per-cell routed wire length is 12.9 µm. The aggregate routed wire length is 5.68 mm. The number of remaining DRC errors is 0. The average via count per standard cell is 5.09. The total inserted antenna cells is 0. Once detail routing completed, the nets flagged for antenna violations numbered 0.

The length of the first detailed-routing pass in iterations is 4. Per the detail_route report, the via count comes to 2234. The detailed router finished its first iteration with 64 violations.

Floorplanning
The height of the die is 87.2 µm. The area of the core is 6910 µm². For reference, the placement row count at floorplan is 30. The area of the die is 7600 µm². The number of top-level pins is 5.

The core utilization before placement is 52.5%. The horizontal die size is 87.2 µm.

Critical path
Logic depth along the worst register-to-register path is recorded as 7. The critical path arrival is 2.62 ns. Looking at the critical path, the single cell with the biggest stage delay is sky130_fd_sc_hd__edfxtp_1. The category of the most critical setup path is reg2reg. The critical path launch point type is a flop. The worst setup path is captured at a flop. The signal on the critical path passes through ha_1 > a211o_1 > a2111oi_4 > o31ai_1 > a21o_1 > buf_4 > a21oi_1. In this design, the stage delay of the slowest critical-path cell is 0.42 ns. The required time of the critical path is 3.50 ns. The highest net fanout along the worst path is 12.

Synth
The mean cell area of the mapped netlist is 11.3 µm². The number of distinct library cells after synthesis is 45. Counting the warning lines in the Yosys log gives 1. The synthesized design contains 61 enable-type register cells.

The primary flip-flop cell chosen by synthesis mapping is sky130_fd_sc_hd__edfxtp_1. In the Yosys report the total cell count is 320. The cell count after synthesis came out at 320. The area figure in the yosys stat output is 3630 µm². Counting flops with an async set or reset pin after synthesis yields a share of 0%. The post-synthesis instance area is 3630 µm². The share of the yosys chip area belonging to registers is 53.3%. The synthesized design contains 66 register bits.

Status
The run finished with clean final reports.

CTS
The total setup buffers inserted after CTS is 0. The latest clock arrival within the worst-skew pair is 0.34 ns. The report puts the hold buffer count at CTS at 0.

The clock drives 66 sinks. CTS reports a maximum clock tree buffer depth of 2. The root buffer cell is sky130_fd_sc_hd__clkbuf_8.

The count of cells resized by post-cts repair is 0. Counting the buffers created by CTS gives 9. The clock tree synthesis step divided the H-tree into 3 levels. The clock-pin slew on the worst setup and hold paths is 0.08 ns. TritonCTS built the clock tree.

Timing
In the final report, the number of hold violations comes to 0. Summed over all failing endpoints, the final setup total negative slack is 0 ns. The setup clock skew after layout is 0.00888 ns.

Subtracting the final worst setup slack from the clock period gives 2.42 ns. The flow reports an fmax of 412 MHz. The final hold slack is 0.479 ns. The transition time at the pin with the least slew margin is 0.794 ns.

The relative slew slack is 47.1%. The end-of-flow timing check tallies setup violations at 0. The number of max-slew violations in the final report is 0. OpenROAD reports that the post-layout worst path occupies 73.5% of the period.

Setup repair after global routing left no endpoint under its margin.

Worst hold path
Along the worst hold path, the cell count comes to 2. The type of the worst min-delay path is reg2reg.

GRT
The total overflow left after global routing is 0. The largest net degree at the start of global routing is 34. The combined global-route utilization of all metal layers is 18.0%. Global routing put the most usage on met1. The via count of the first global-routing pass is 2265. The routing usage on met3 is 4.42%. The number of antenna violations at the first check in global routing is 0.

The first global-routing pass estimated 10.1 mm of wire. In the global route stage, met2 resource usage came out at 28.1%. The global routing report lists met1 layer usage as 28.7%.

Final layout
In the final layout, the share of cells above drive strength 1 is 10.5%. The relative area change from synthesis to final layout is 10.6%.

Pwr
In this run the static leakage power is 0.00145 µW. The worst IR drop on VDD is 0.398 mV. Overall power consumption after layout is estimated at 3060 µW. The power density of the placed cells is 762 nW/µm².

Placed design
The wire-length estimate of the detail-placed layout is 3.75 mm. The routability-driven placement congestion ratio is 0.797. The placement report lists the number of port buffers as 2.

Job
The run reported a max-capacitance violation count of 0. The number of warnings reported in the stage logs is 28.
==> synthesized netlist by cell type (all sizes together) (3+ instances only) <==
library cell / count / share of area (%)
xnor2: 11 / 2.7
a21oi: 4 / 0.55
a21o: 3 / 0.62
nor2b: 3 / 0.52
nand4: 13 / 2.2
nand2: 18 / 1.9
xor2: 27 / 6.5
clkbuf: 6 / 0.62
buf: 4 / 1.3
edfxtp: 61 / 51
nand3: 23 / 3.3
dfxtp: 5 / 2.8
nor3: 7 / 0.97
a211o: 3 / 0.72
and4: 4 / 0.97
ha: 18 / 6.2
nand2b: 5 / 0.86
inv: 14 / 1.4
and3: 8 / 1.4
nor2: 54 / 7.4
==> where the power goes <==
group          total, µW  leakage, µW  switching (µW)  internal [µW]
clock                813     0.000113             313            500
sequential          1500     0.000694             238           1260
combinational        742     0.000648             436            307
==> logic make-up (layout without fill, tap and decap cells) <==
kind of cell               Yosys count  count (layout)  share of synthesized area, %
and+or+nand+nor                    147             147                          22.0
DFF                                 66              66                          53.3
xor gates and xnor gates            38              38                          9.18
buffers and inverters               24              36                          3.35
AOI/OAI and AO/OA                   22              22                          4.90
adders and majority gates           18              18                          6.21
muxes                                3               3                         0.863
other                                2              13                         0.207
==> layout by cell type (no fill, tap or decap), drive strengths merged, types with 4 or more instances in the layout <==
| cell type | count |
|---|---|
| edfxtp | 61 |
| nor2 | 54 |
| xor2 | 27 |
| nand3 | 23 |
| nand2 | 18 |
| ha | 18 |
| inv | 14 |
| nand4 | 13 |
| conb | 13 |
| xnor2 | 11 |
| clkbuf | 9 |
| and3 | 8 |
| nor3 | 7 |
| nand2b | 5 |
| dfxtp | 5 |
| a21oi | 4 |
| and4 | 4 |
| buf | 4 |
==> sequential cells by signal (all words and copies together), names as in the netlist <==
register	flops
duration_counter	32
counter	24
divisor	5
state	3
active	1
buzzer	1
==> layout make-up <==
class                           instances  area [µm²]
Clock inverter                          7         118
Sequential cell                        66        1930
Timing Repair Buffer                    6        50.0
Inverter                               14        52.6
Clock buffer                            9         124
Fill cell                             586        2900
Tap cell                               96         120
Multi-Input combinational cell        241        1610
==> worst paths after layout <==
kind / startpoint / endpoint / slack (ns)
max: counter[15] / counter[16] / 0.88
min: buzzer / buzzer / 0.48
max reg2reg: counter[15] / counter[16] / 0.88
min reg2reg: buzzer / buzzer / 0.48
==> metal layers <==
metal / routed length (µm) / vias up
met5: 0 / -
met1: 2800 / 1037
met3: 153 / 5
li1: - / 1172
met2: 2680 / 20
met4: 46 / 0
==> metrics by stage <==
| step | instance area (µm²) | cells | setup WS (ns) | util (%) |
|---|---|---|---|---|
| floorplan | 3670 | 331 | 1.17 | - |
| global placement | 3770 | 423 | 0.914 | 54.6 |
| detailed placement | 3770 | 423 | 0.901 | 54.6 |
| CTS | 4010 | 439 | 0.873 | 58.1 |
| global route | 4010 | 439 | 0.690 | 58.1 |
| finish | 4010 | 439 | 0.875 | 58.1 |
==> worst max-delay path: cells and delay by family, from the launching register on <==
family	cells	cell delay, ns
AOI/OAI and AO/OA	5	1.23
DFF	1	0.42
adders and majority gates	1	0.33
buffers and inverters	1	0.30
Power figures rest on the tool's default switching activity, not on a simulated workload.
